==> /design/flow/design.v <==
module Ad_Counter(
    input CLK, Reset,
    input positive, negative, freeze,
    output reg[3:0] Q
  );
  parameter MAX = 9;
  parameter MIN = 0;
  always @(posedge CLK, posedge Reset)
  begin
    if(Reset)
      Q <= 0;
    else if(Q > MAX)
      Q<= 0;
    else if(freeze)
      ;
    else if(positive)
      Q <= Q==MAX ? Q :Q + 1'b1;
    else if(negative)
      Q <= Q==MIN ? Q :Q - 1'b1;
    else
      ;
  end
endmodule
module elevator2(
    input CLK, Reset,
    input[10 - 1 :0] buttons,
    output reg[3:0] Layer
  );
  parameter UP = 001, DOWN = 010, IDLE = 100;
  reg[2:0] CurrentState, NextState;
  reg positive, negative, freeze;
  wire[3:0] Q;
  Ad_Counter add(~CLK, Reset, positive, negative, freeze, Q);
  always @(CurrentState)
  begin
    positive <= CurrentState[0];
    negative <= CurrentState[1];
    freeze <= CurrentState[2];
  end
  always @(Q)
    Layer <= Q;
  always @(posedge CLK)
  begin
    if(buttons[Layer] || buttons == 0)
      CurrentState <= IDLE;
    else
      CurrentState <= NextState;
  end
  always @(CurrentState, buttons)
  begin
    case (CurrentState)
      IDLE :
        if(buttons[0])
          NextState <= DOWN;
        else if(buttons[1])
          NextState <= Layer < 1 ? UP : DOWN;
        else if(buttons[2])
          NextState <= Layer < 2 ? UP : DOWN;
        else if(buttons[3])
          NextState <= Layer < 3 ? UP : DOWN;
        else if(buttons[4])
          NextState <= Layer < 4 ? UP : DOWN;
        else if(buttons[5])
          NextState <= Layer < 5 ? UP : DOWN;
        else if(buttons[6])
          NextState <= Layer < 6 ? UP : DOWN;
        else if(buttons[7])
          NextState <= Layer < 7 ? UP : DOWN;
        else if(buttons[8])
          NextState <= Layer < 8 ? UP : DOWN;
        else if(buttons[9])
          NextState <= UP;
      UP :
        if(buttons[9])
          NextState <= UP;
        else if(buttons[8])
          NextState <= Layer <= 8 ? UP : DOWN;
        else if(buttons[7])
          NextState <= Layer <= 7 ? UP : DOWN;
        else if(buttons[6])
          NextState <= Layer <= 6 ? UP : DOWN;
        else if(buttons[5])
          NextState <= Layer <= 5 ? UP : DOWN;
        else if(buttons[4])
          NextState <= Layer <= 4 ? UP : DOWN;
        else if(buttons[3])
          NextState <= Layer <= 3 ? UP : DOWN;
        else if(buttons[2])
          NextState <= Layer <= 2 ? UP : DOWN;
        else if(buttons[1])
          NextState <= Layer <= 1 ? UP : DOWN;
        else if(buttons[0])
          NextState <= DOWN;
      DOWN :
        if(buttons[0])
          NextState <= DOWN;
        else if(buttons[1])
          NextState <= Layer < 1 ? UP : DOWN;
        else if(buttons[2])
          NextState <= Layer < 2 ? UP : DOWN;
        else if(buttons[3])
          NextState <= Layer < 3 ? UP : DOWN;
        else if(buttons[4])
          NextState <= Layer < 4 ? UP : DOWN;
        else if(buttons[5])
          NextState <= Layer < 5 ? UP : DOWN;
        else if(buttons[6])
          NextState <= Layer < 6 ? UP : DOWN;
        else if(buttons[7])
          NextState <= Layer < 7 ? UP : DOWN;
        else if(buttons[8])
          NextState <= Layer < 8 ? UP : DOWN;
        else if(buttons[9])
          NextState <= UP;
      default:
      begin
        if(buttons[0])
          NextState <= DOWN;
        else if(buttons[1])
          NextState <= Layer < 1 ? UP : DOWN;
        else if(buttons[2])
          NextState <= Layer < 2 ? UP : DOWN;
        else if(buttons[3])
          NextState <= Layer < 3 ? UP : DOWN;
        else if(buttons[4])
          NextState <= Layer < 4 ? UP : DOWN;
        else if(buttons[5])
          NextState <= Layer < 5 ? UP : DOWN;
        else if(buttons[6])
          NextState <= Layer < 6 ? UP : DOWN;
        else if(buttons[7])
          NextState <= Layer < 7 ? UP : DOWN;
        else if(buttons[8])
          NextState <= Layer < 8 ? UP : DOWN;
        else if(buttons[9])
          NextState <= UP;
      end
    endcase
  end
endmodule
==> /design/flow/run.sh <==
#!/bin/bash
# OpenROAD 26Q1-2900-gdf79404cd8, Yosys 0.63+post, stock flow scripts
make -C /OpenROAD-flow-scripts/flow DESIGN_CONFIG=/design/flow/config.mk WORK_HOME=/design/flow/orfs finish
==> /design/flow/config.mk <==
export PLATFORM = sky130hd
export DESIGN_NAME = elevator2
export DESIGN_NICKNAME = elevator2
export VERILOG_FILES = /design/flow/design.v
export SDC_FILE = /design/flow/constraint.sdc
export NUM_CORES = 4
export LEC_CHECK = 1
export CORE_AREA = 10 10 73 73
export DIE_AREA = 0 0 83 83
==> /design/flow/constraint.sdc <==
current_design elevator2

set clk_period 2.9
set clk_io_pct 0.2

create_clock -name clk0 -period $clk_period [get_ports {CLK}]

set non_clock_inputs [all_inputs -no_clocks]
set_input_delay [expr $clk_period * $clk_io_pct] -clock clk0 $non_clock_inputs
set_output_delay [expr $clk_period * $clk_io_pct] -clock clk0 [all_outputs]
==> Changelog: implementation <==
### Changed

* Top area cell types: dfrtn_1, dfxtp_1, ha_1
* Met2 Use GR at 8.59%
* Synth flops at 9
* Placeable Area at 3740 um^2
* Worst setup EP type: flip-flop
* Max Cap Violations at 0
* Input/output buffers at 15
* Chip area at roughly 7000 um^2
* Detail Route Antenna Nets at 0
* Top cell area share at around an eighth
* Comb pwr share at 68.6%
* GR Util All Layers at 6.28%
* Init Core Util at a little over a fifth
* Clk latency late pin at 0.25 ns
* WP data required at 3.06 ns
* Avg Cell Area, Syn at ~8.5 um^2
* Mapped Cells at around 94
* Top Ports at 16
* Share of layout cells above drive strength 1 at 20.2%
* Pwr dens at 921 nW/um^2
* EDFF count, synth at 0
* WS Path Type: flip-flop to flip-flop
* Switching part of the total at 42.6%
* Initial antenna violation count at 0
* Iter 0 DRT Violations at 68
* Top cells excl fill/tap: clkdlybuf4s50_1, nor2_1, buf_4, inv_1
* CTS tree: built
* DP Area at approximately 1000 um^2
* Clock group share of total power at 13.6%
* Pwr Total at 0.00102 W
* Final wirelength at 2340 um
* Drt via density at 5.02
* Area grow syn2layout at 38.5%
* Fillers at 410
* Die X at 83 um
* Crit path DAT at 3.19 ns
* Final WS setup at -0.131 ns
* Unique cell types at 48
* Via count at 838
* Depth of the CTS H-tree at 1
* Worst slew pin tran at 0.363 ns
* Final hold violations at 0
* Overflow after GRT at 0
* Leak at 0.458 nW
* Antenna Cells at 0
* Synthesized area at 797 um^2
* VDD IR max at approximately 0.48 mV
* Log Warnings at 30
* Dominant Register Cell: dfrtn_1
* YS chip area at 797 um^2
* Most frequent logic cell in the layout: clkdlybuf4s50_1
* Violated checks: setup timing
* Cell type with the largest total area: dfrtn_1
* CP max FO at 3
* First-pass GRT wire length at 3710 um
* Asr flop ratio synth at ~44%
* Non-Filler Instances at about 170
* Slew Limit Fails at 0
* Residual DRC at 0
* Worst min-delay path class: flip-flop to flip-flop
* Largest net degree at the start of global routing at 14
* CTS clk-pin slew, worst paths at 0.04 ns
* Post-CTS Hold Fix Bufs at 0
* Hold_ws at about 0.61 ns
* Met3 usage at 1.57%
* Power Internal at between 0.0005 and 0.0006 W
* Post-DP HPWL at 1820 um
* Yosys stat cell total at 94
* Clk root buf: clkbuf_8
* Flop pwr share at 17.9%
* Placer Congestion at 0.853
* Wire per inst at ~14 um
* Worst Skew at 0.0220 ns
* # setup viols final at 3
* Outcome: finished with violations
* Drt pass-1 iters at 4
* Die y size at 83 um
* GR peak layer: met1
* Met1 GRT Util at 9.47%
* Finished layout cell area at 1100 um^2
* CTS buffer count at 3
* Register pins left without a clock at 2
* Slew HR at 75.6%
* Syn. warnings at 2
* Flop area at 190 um^2
* Placed cells at roughly 160
* Number of global-route vias before repair at 755
* Endpoints left unconstrained at 2
* Rows at 22
* RSZ-0062 raised after global routing: yes
* Sw power at 0.000433 W
* Max Root-Sink Buffers at 2
* Comb. cell area at between 500 and 600 um^2
* Startpoint types: flip-flop
==> path summary, 6_finish.rpt <==
kind	slack [ns]	from	to	cells past startpoint
setup / recovery	-0.13	add.Q[0]$_DFFE_NP0P_	CurrentState[0]$_SDFF_PP0_	6
hold / removal	0.61	add.Q[3]$_DFFE_NP0P_	add.Q[3]$_DFFE_NP0P_	2
setup reg to reg	-0.13	add.Q[0]$_DFFE_NP0P_	CurrentState[0]$_SDFF_PP0_	6
hold reg to reg	0.61	add.Q[3]$_DFFE_NP0P_	add.Q[3]$_DFFE_NP0P_	2
max in group asynchronous	0.86	Reset	add.Q[2]$_DFFE_NP0P_	2
min in group asynchronous	1.86	Reset	add.Q[3]$_DFFE_NP0P_	2
==> per-stage QoR <==
stage / util, % / setup TNS (ns) / worst slack (ns)
final: 29.5 / -0.332 / -0.131
after global routing: 29.5 / -0.742 / -0.264
after CTS: 29.3 / -0.380 / -0.143
after detailed placement: 28.0 / -0.182 / -0.0536
after global placement: 28.0 / -0.129 / -0.0433
after floorplan: - / 0 / 0.00841
==> synth_stat cells (2+ instances only) <==
| cell | count |
|---|---|
| nor2_1 | 9 |
| inv_1 | 8 |
| a21oi_1 | 4 |
| dfrtn_1 | 4 |
| ha_1 | 4 |
| a211oi_1 | 3 |
| buf_2 | 3 |
| dfxtp_1 | 3 |
| mux2i_1 | 3 |
| nand2_1 | 3 |
| o31ai_1 | 3 |
| or3_1 | 3 |
| a211o_1 | 2 |
| a21o_1 | 2 |
| dlxtn_1 | 2 |
| inv_2 | 2 |
| mux4_2 | 2 |
| nand3_1 | 2 |
| nor4_1 | 2 |
| o21ai_0 | 2 |
==> cell type report <==
cell class                      instances  area share (%)
Timing Repair Buffer                   26            20.7
Clock buffer                            4            4.08
Multi-Input combinational cell         70            49.1
Tap cell                               48            5.44
Sequential cell                         9            17.2
Inverter                               10            3.40
==> power by group through the flow <==
stage	Sequential [W]	Clock (W)	Combinational, W
after global routing	0.000189	0.000148	0.000767
after CTS	0.000181	0.000141	0.000678
final	0.000182	0.000138	0.000697
==> sequential cells by signal (all words and copies together), names as in the netlist <==
name	cells
add.Q	4
NextState	2
CurrentState	3
==> critical path, stage by stage, from the launching register on <==
cell and delay, ns:
dfrtn_1 0.41, buf_6 0.11, buf_6 0.08, mux4_2 0.48, mux2i_1 0.14, o211ai_1 0.14, nor2_1 0.13
==> kinds of logic after synthesis <==
kind of cell | Yosys count | synth area share [%]
latches | 2 | 3.77
flops | 7 | 20.1
buf+inv | 15 | 8.16
compound gates | 30 | 29.8
simple gates | 29 | 19.9
fa+ha+maj | 4 | 6.28
mux | 6 | 10.8
xor+xnor | 1 | 1.10
==> layer usage <==
layer	wire length, um	part of all wire (%)	up-vias
li1	-	-	410
met1	1200	51	392
met3	143	6.1	2
met2	968	41	34
met5	0	0	-
met4	23	0.98	0
==> what timing repair did <==
action | 4_1_cts | 5_1_grt
endpoints found under the setup margin | 7 | 7
buffers inserted | 2 | 1
gates resized | 5 | 6
pin swaps | 0 | 1
Power figures rest on the tool's default switching activity, not on a simulated workload.
