==> design.v <==
module add16bit_8421(A, B, Cin, Y, Cout);
  input [15:0] A, B;
  input Cin;
  output [15:0] Y;
  output Cout;
  wire Cin0, Cin1, Cin2;
  add4bit_8421 U1(A[3:0], B[3:0], Cin, Y[3:0], Cin0);
  add4bit_8421 U2(A[7:4], B[7:4], Cin0, Y[7:4], Cin1);
  add4bit_8421 U3(A[11:8], B[11:8], Cin1, Y[11:8], Cin2);
  add4bit_8421 U4(A[15:12], B[15:12], Cin2, Y[15:12], Cout);
endmodule
module add4bit_8421(A, B, Cin, Y, Cout);
  input [3:0] A, B;
  input Cin;
  output [3:0] Y;
  output Cout;
  assign {Cout, Y} = A + B + Cin > 9 ? A + B + Cin + 6 : A + B + Cin;
endmodule
==> run.sh <==
#!/bin/bash
# OpenROAD 26Q1-2900-gdf79404cd8, Yosys 0.63+post, stock flow scripts
make -C /OpenROAD-flow-scripts/flow DESIGN_CONFIG=/design/flow/config.mk WORK_HOME=/design/flow/orfs finish
==> config.mk <==
export PLATFORM = sky130hd
export DESIGN_NAME = add16bit_8421
export DESIGN_NICKNAME = add16bit_8421
export VERILOG_FILES = /design/flow/design.v
export SDC_FILE = /design/flow/constraint.sdc
export NUM_CORES = 4
export LEC_CHECK = 1
export CORE_AREA = 10 10 94 94
export DIE_AREA = 0 0 104 104
==> constraint.sdc <==
current_design add16bit_8421

set clk_period 11.4
set clk_io_pct 0.2

create_clock -name clk0 -period $clk_period

set non_clock_inputs [all_inputs -no_clocks]
set_input_delay [expr $clk_period * $clk_io_pct] -clock clk0 $non_clock_inputs
set_output_delay [expr $clk_period * $clk_io_pct] -clock clk0 [all_outputs]
==> run summary <==
impl run done, here's what came out: status finished, final reports clean, initial DRC count 22, Core Util at FP 0.1927, cells in synth_stat.txt 172, YS chip area 1316 um2, DP HPWL 3014 um, unrepaired setup endpoints after global routing false, Worst Tran Pin Value 0.5361 ns, port bufs 50, worst hold endpoint Y[14], Pint 0.0001400 W, via count 1451, Util after Layout 0.3214, DRC 0, Critical Path Sink Type output port, tool warning count 32, Routed wire per std cell 10.36 um, most used logic cell in the final layout clkdlybuf4s50_1, antenna violations before repair 0, detail-routed via count per cell 4.194, flop count 0, Syn Std Cell Area 1316 um2, first-pass GRT wire length 6334 um, core box area 6832 um2, # IOs 50, Seq pwr share 0, FP Rows 30, Tot GR Track Use 0.06496, post-route ant nets 0, Setup-failing EPs final 0, DRT Pass-1 Iters 4, ant diodes 0, most common logic cells in the final layout clkdlybuf4s50_1 (46), buf_4 (32), inv_1 (23), Setup CP Type in -> out, final WL 3585 um, clock buffer count 0, CP required 9.12 ns, Worst EP arrival 8.79 ns, Mapped Cells 172, slowest CP cell clkdlybuf4s50_1, final hold slack 5.560 ns, Seq/Total Area, Yosys 0, Worst Hold Class in -> out, layout cells sized above 1 0.2480, Slew headroom 0.6388, area grow syn2layout 66.83%, switch share 0.3837, largest net degree at the start of global routing 12, P_sw 0.00008717 W, CP max FO 3, fmax 90.30 MHz, final clock period utilization by the worst path 0.9715, WHS Path Cells 5, Clock Power Share 0, yosys warns 0, Cell Pwr Density 103.5 nW/um2, Static Leak 0.9502 nW, Avg Cell Area, Syn 7.653 um2, combinational power share 1.000, GR Overflow Total 0, worst vdd ir 54.87 uV, final slew viol count 0, Die Area 10820 um2, Setup WS pre-CTS -0.2799 ns, Hold Buf Count CTS 0, Final Wtd Congestion 0.8214, Most Frequent Cell on Critical Path fa_2, Worst path max stage delay 0.45 ns, Die Wd 104 um, synth unique cells 41, Die Height 104 um, vias in the first global route 1435, Hold Vio Cnt, Final 0, hold_sp B[15], crit path setup slack, layout 0.3254 ns, Max Cap Viol 0, Startpoint Class primary input, crit path time final 11.07 ns, FF/Latch Area 0 um2
## routing by layer
| metal | vias to the layer above | global-route usage | wire, um |
|---|---|---|---|
| li1 | 772 | - | - |
| met1 | 645 | 0.09321 | 1865 |
| met2 | 34 | 0.1081 | 1586 |
| met3 | 0 | 0.007519 | 133 |
| met4 | 0 | 0 | 0 |
| met5 | - | 0 | 0 |
## synthesized netlist by cell type, drive strengths merged (3+ instances only)
master | count | area, um2
inv | 24 | 90.09
ha | 15 | 187.7
a21oi | 12 | 71.32
nor2 | 12 | 52.55
fa | 8 | 160.2
nand2 | 8 | 30.03
o21ai | 8 | 40.04
xor2 | 7 | 61.31
a32oi | 6 | 52.55
nand2b | 6 | 37.54
a21o | 5 | 37.54
xnor2 | 5 | 43.79
and2 | 4 | 25.02
buf | 4 | 26.27
mux2i | 4 | 40.04
nand3b | 4 | 30.03
or2 | 4 | 25.02
a31oi | 3 | 18.77
mux2 | 3 | 33.78
nor3 | 3 | 15.01
## power by group through the flow
stage | Combinational, W | Clock, W | Sequential (W)
6_report | 0.000227 | 0 | 0
5_1_grt | 0.000256 | 0 | 0
4_1_cts | 0.000229 | 0 | 0
## how the worst max path moves through the flow
stage | slack [ns] | endpoint | startpoint | depth (start not counted)
CTS | 0.004 | Y[13] | Cin | 31
global route | 0.02 | Y[13] | B[0] | 31
finish | 0.33 | Y[13] | Cin | 31
## critical path, delay by kind of cell
family                   cells  cell delay (ns)
AND-OR/OR-AND                6             1.00
XOR/XNOR                     6             1.15
buffers and inverters        7             1.04
adder cells (fa/ha/maj)      8             2.56
AND/OR/NAND/NOR              4             0.73
## cell families after synthesis
family	count (synthesis)	synth area share
multiplexers	7	0.05608
adder cells (fa/ha/maj)	23	0.2643
XOR/XNOR	12	0.07985
buffers and inverters	28	0.08840
AND/OR/NAND/NOR	50	0.2205
AND-OR/OR-AND	52	0.2909
## what timing repair did
item,in CTS,in global routing
setup buffers,14,0
endpoints found under the setup margin,4,4
pin swaps,20,8
resized,16,3
gates cloned,0,0
## per-stage QoR
stage | std cells | TNS, ns | power, W | instance area [um2]
floorplan | 172 | 0 | 0.0001053 | 1316
global placement | 333 | -1.117 | 0.0002084 | 2053
detailed placement | 333 | -1.002 | 0.0002098 | 2053
CTS | 346 | 0 | 0.0002294 | 2173
global route | 346 | 0 | 0.0002560 | 2196
finish | 346 | 0 | 0.0002272 | 2196
## final cells by class
class                           instances  area [um2]
Multi-Input combinational cell        144        1249
Inverter                               24       90.09
Tap cell                               96       120.1
Timing Repair Buffer                   82       737.0
Fill cell                             727        4636
Power figures rest on the tool's default switching activity, not on a simulated workload.
