--- /design/flow/design.v ---
module add16bit_fast(A, B, Cin, Y, Cout);
  input [15:0] A, B;
  input Cin;
  output [15:0] Y;
  output Cout;
  wire [3:0] G, P;
  wire Cout0, Cout1, Cout2;
  add4bit_fast U1(A[3:0], B[3:0], Cin, Y[3:0], G[0], P[0]);
  add4bit_fast U2(A[7:4], B[7:4], Cout0, Y[7:4], G[1], P[1]);
  add4bit_fast U3(A[11:8], B[11:8], Cout1, Y[11:8], G[2], P[2]);
  add4bit_fast U4(A[15:12], B[15:12], Cout2, Y[15:12], G[3], P[3]);
  assign Cout0 = G[0] | P[0] & Cin;
  assign Cout1 = G[1] | G[0] & P[1]| P[0] & P[1] & Cin;
  assign Cout2 = G[2] | G[1] & P[2] | G[0] & P[1] & P[2]| P[0] & P[1] & P[2] & Cin;
  assign Cout = G[3] | G[2] & P[3] | G[1] & P[2] & P[3] | G[0] & P[1] & P[2] & P[3] | P[0] & P[1] & P[2] & P[3] & Cin;
endmodule
module add4bit_fast(A, B, Cin, Y, G, P);
  input [3:0] A, B;
  input Cin;
  output [3:0] Y;
  output G, P;
  wire [3:0] g, p;
  wire Cout0, Cout1, Cout2;
  assign g = A & B;
  assign p = A ^ B;
  assign Cout0 = g[0] | p[0] & Cin;
  assign Cout1 = g[1] | g[0] & p[1]| p[0] & p[1] & Cin;
  assign Cout2 = g[2] | g[1] & p[2] | g[0] & p[1] & p[2]| p[0] & p[1] & p[2] & Cin;
  assign Y[0] = p[0] ^ Cin;
  assign Y[1] = p[1] ^ Cout0;
  assign Y[2] = p[2] ^ Cout1;
  assign Y[3] = p[3] ^ Cout2;
  assign G = g[3] | g[2] & p[3] | g[1] & p[2] & p[3] | g[0] & p[1] & p[2] & p[3];
  assign P = p[3] & p[2] & p[1] & p[0];
endmodule
--- /design/flow/run.sh ---
#!/bin/bash
# OpenROAD 26Q1-2900-gdf79404cd8, Yosys 0.63+post, stock flow scripts
make -C /OpenROAD-flow-scripts/flow DESIGN_CONFIG=/design/flow/config.mk WORK_HOME=/design/flow/orfs finish
--- /design/flow/config.mk ---
export PLATFORM = sky130hd
export DESIGN_NAME = add16bit_fast
export DESIGN_NICKNAME = add16bit_fast
export VERILOG_FILES = /design/flow/design.v
export SDC_FILE = /design/flow/constraint.sdc
export NUM_CORES = 4
export LEC_CHECK = 1
export CORE_AREA = 10 10 74 74
export DIE_AREA = 0 0 84 84
--- /design/flow/constraint.sdc ---
current_design add16bit_fast

set clk_period 6.0
set clk_io_pct 0.2

create_clock -name clk0 -period $clk_period

set non_clock_inputs [all_inputs -no_clocks]
set_input_delay [expr $clk_period * $clk_io_pct] -clock clk0 $non_clock_inputs
set_output_delay [expr $clk_period * $clk_io_pct] -clock clk0 [all_outputs]
==> Slide: Implementation Results <==
Implementation Results

GRT
  – Initial antenna violation count: 0
  – First-pass GRT wire length: 3.81 mm
  – Number of global-route vias before repair: 811
  – Total track usage: 6.08%
  – Largest net degree at the start of global routing: 6
  – Grt total ovfl: 0

Synth
  – Yosys xor share: 9.82%
  – Dominant comb cell: adder cells
  – Main area contributors: ha_1 28%, fa_1 11%, xnor2_1 8.6%
  – Synth warnings: 0
  – Synth top cells by count: 16 x ha_1, 13 x inv_1, 9 x a21oi_1, 9 x o21ai_0, 7 x xnor2_1
  – Cell count listed in synth_stat.txt: 92
  – Unique cell types: 26
  – Mapped Area: 713 µm²
  – Post-Syn Area per Cell: 7.75 µm²
  – Synthesis area per yosys: 713 µm²
  – Area leader, netlist: ha_1
  – Most frequent cell after synthesis: ha_1
  – Area fraction in mux cells: 0%
  – Syn Inst Count: 92
  – And+or+nand+nor area frac: 9.30%
  – Compound Share, Synth: 34.7%
  – Share of the synthesized area in the top cell type: 28.1%
  – Post-synth seq share: 0%
  – Adder-Cell Fraction of Synth Area: 39.3%

Timing
  – Fin crit period: 5.26 ns
  – Final Slew Violations: 0
  – Crit share post-route: 87.7%
  – Unrepaired setup endpoints after global routing: false
  – Worst slew margin: 77.6%
  – Final WS setup: 0.740 ns
  – Peak Freq: 190 MHz
  – Setup TNS: 0 ns
  – Final setup vio count: 0
  – Worst slew pin tran: 0.336 ns
  – Fin. Hold Viols: 0

Detailed routing
  – Routed met2 length: 1.01 mm
  – Metal1 wirelength: 1.03 mm
  – Diodes inserted: 0
  – Drt pass-1 iters: 4
  – WL met3: 180 µm
  – Vias per inst: 4.24
  – Final ANT Viol Nets: 0
  – Top Layer Used: met3
  – Post-Route WL: 2.22 mm
  – DR iter-0 viols: 13
  – DR WL/cell: 11.5 µm
  – Drt drc: 0
  – Via count: 815

Layout
  – Clock buffers: 0
  – Fin cells: 192
  – Area delta synth->final: 78.9%
  – Design area: 1280 µm²
  – Fin util: 32.1%
  – Flops: 0
  – Flop area: 0 µm²
  – Share of layout cells above drive strength 1: 0.704%

Min path
  – Hold_sp: B[12]
  – Hold endpoint: Y[12]
  – Hold Path Stages: 5
  – HP Class: input port to primary output

Setup path
  – Crit path max-delay family: AND-OR/OR-AND gates
  – Critical path arrival: 4.06 ns
  – CP Data Required Time: 4.80 ns
  – CP max-delay cell: clkdlybuf4s50_1
  – Worst setup EP type: primary output
  – CP Max Fanout: 4
  – Worst path max stage delay: 0.46 ns
  – CP dominant cell by count: clkdlybuf4s50_1
  – Nature of the critical path startpoint: input port
  – Critical path class: input port to primary output
  – Buf/Inv on CP: 3
  – Crit path cell chain: clkdlybuf4s50_1 > ha_1 > a41o_1 > a211o_1 > a21o_2 > o21ai_0 > nor2b_1 > fa_1 > inv_1 > clkdlybuf4s50_1

Floorplanning
  – Chip height: 84 µm
  – FP Util: 18.0%
  – Core area: 3970 µm²
  – Standard-cell row count: 23
  – Die Area: 7060 µm²
  – I/O pins: 50
  – Die width: 84 µm

Power
  – Max VDD drop: 31.7 µV
  – Part of the power in registers: 0%
  – Power Density: 103 nW/µm²
  – Combinational Power Share: 100.0%
  – Static Leakage: 0.000577 µW
  – Internal power: 87.2 µW
  – Clock share of power: 0%
  – NetSw: 44.6 µW
  – Sw Ratio: 33.8%

Place
  – Setup WS pre-CTS: 0.695 ns
  – Gpl congestion: 0.753
  – Port Buf Inserts: 50
  – Post-DP HPWL: 2.08 mm
  – Area after DPL: 1280 µm²
  – Dpl cells: 192

CTS
  – Post-cts hold-fix buffer tally: 0
  – Cts repair resizes: 0
  – Setup bufs post-CTS: 0

Run
  – Max_cap viols: 0
  – Count of tool warnings: 32

Status
  – Outcome: finished clean
## cells by family after synthesis
logic type | Yosys count
and+or+nand+nor | 14
buffers and inverters | 13
xor gates and xnor gates | 8
adders and majority gates | 20
AOI/OAI and AO/OA | 37
## cells in the final DEF (no fill, tap or decap), types with 2 or more instances in the layout
cell type and instances:
nand2_1 4, clkdlybuf4s50_1 50, a21oi_1 9, nor2_1 5
inv_1 13, xnor2_1 7, o21ai_0 9, ha_1 16
a21o_1 3, fa_1 4, o31a_1 2, o21a_1 4
a211o_1 2
## metrics by stage
stage                     power (µW)  hold slack, ns
final                            132            3.49
after global routing             150            3.55
after floorplan                 55.0            2.51
after detailed placement         135            3.51
after CTS                        136            3.51
after global placement           135            3.50
## how the worst max path moves through the flow
stage | startpoint | end | cells past startpoint
4_1_cts | A[1] | Y[12] | 10
5_1_grt | A[1] | Y[12] | 10
6_report | A[1] | Y[12] | 10
## final cells by class
type | count | area, µm²
Timing Repair Buffer | 50 | 500
Tap cell | 50 | 62.6
Fill cell | 435 | 2700
Multi-Input combinational cell | 79 | 664
Inverter | 13 | 48.8
## power groups by stage
| stage | Sequential (µW) | Clock (µW) | Combinational (µW) |
|---|---|---|---|
| after CTS | 0 | 0 | 136 |
| after global routing | 0 | 0 | 150 |
| final | 0 | 0 | 132 |
## metal layers
layer / global-route usage (%) / vias up
met5: 0 / -
met3: 1.97 / 0
met4: 0 / 0
li1: - / 441
met1: 8.31 / 345
met2: 9.62 / 29
Power is estimated from default activity; no workload was simulated.
